$ cat design/flow/design.v
`timescale 1ns / 1ns  
module example_code(SW, LEDR, HEX0, HEX1);
    input [9:0] SW;
    output [9:0] LEDR;
    output [6:0] HEX0, HEX1;
    wire [7:0] alu_out;
    dummy_alu alu1(.A(SW[7:4]), .B(SW[3:0]), 
	                .alu_function(SW[9:8]), .result(alu_out));
    assign LEDR = {2'b00, alu_out};
    hex_decoder h1(.hex_digit(SW[3:0]), .segments(HEX0));
    hex_decoder h2(.hex_digit(SW[7:4]), .segments(HEX1));
endmodule
module dummy_alu(A, B, alu_function, result);
    input [3:0] A;
    input [3:0] B;
    input [1:0] alu_function;
    output reg [7:0] result;
    wire [7:0] l1_connection;
    logic_block1 l1(.C(A), .D(B), .Y(l1_connection));    
    always @(*)
    begin
        case (alu_function)
            2'd0: result = l1_connection;
            2'd1: result = 8'hFF;
            default: result = 8'h00;
        endcase
    end        
endmodule
module logic_block1(C, D, Y);
    input [3:0] C;
    input [3:0] D;
    output [7:0] Y;
    assign Y = {C, D};  
endmodule
module hex_decoder(hex_digit, segments);
    input [3:0] hex_digit;
    output reg [6:0] segments;
    always @(*)
        case (hex_digit)
            4'h0: segments = 7'b100_0000;
            4'h1: segments = 7'b111_1001;
            4'h2: segments = 7'b010_0100;
            4'h3: segments = 7'b011_0000;
            4'h4: segments = 7'b001_1001;
            4'h5: segments = 7'b001_0010;
            4'h6: segments = 7'b000_0010;
            4'h7: segments = 7'b111_1000;
            4'h8: segments = 7'b000_0000;
            4'h9: segments = 7'b001_1000;
            4'hA: segments = 7'b000_1000;
            4'hB: segments = 7'b000_0011;
            4'hC: segments = 7'b100_0110;
            4'hD: segments = 7'b010_0001;
            4'hE: segments = 7'b000_0110;
            4'hF: segments = 7'b000_1110;   
            default: segments = 7'h7f;
        endcase
endmodule
$ cat design/flow/run.sh
#!/bin/bash
# OpenROAD 26Q1-2900-gdf79404cd8, Yosys 0.63+post, stock flow scripts
make -C /OpenROAD-flow-scripts/flow DESIGN_CONFIG=/design/flow/config.mk WORK_HOME=/design/flow/orfs finish
$ cat design/flow/config.mk
export PLATFORM = sky130hd
export DESIGN_NAME = example_code
export DESIGN_NICKNAME = example_code
export VERILOG_FILES = /design/flow/design.v
export SDC_FILE = /design/flow/constraint.sdc
export NUM_CORES = 4
export LEC_CHECK = 1
export CORE_AREA = 10 10 70 70
export DIE_AREA = 0 0 80 80
$ cat design/flow/constraint.sdc
current_design example_code

set clk_period 1.0
set clk_io_pct 0.2

create_clock -name clk0 -period $clk_period

set non_clock_inputs [all_inputs -no_clocks]
set_input_delay [expr $clk_period * $clk_io_pct] -clock clk0 $non_clock_inputs
set_output_delay [expr $clk_period * $clk_io_pct] -clock clk0 [all_outputs]
==> datasheet_impl.txt <==
Physical implementation characteristics

Parameter                              Value

Final layout
  Register cell area after layout .................. 0 um^2
  Area growth syn-to-layout .................. 159%
  Layout cells sized above 1 .................. 70.6%
  Filler cell count in the final layout .................. 315
  Most instantiated logic cells after routing .................. 25 x sky130_fd_sc_hd__buf_4, 20 x sky130_fd_sc_hd__buf_6, 17 x sky130_fd_sc_hd__buf_2, 15 x sky130_fd_sc_hd__nor2_1, 11 x sky130_fd_sc_hd__ha_4
  Combinational cell area excluding buffers and inverters .................. 785 um^2
  End-of-flow core utilization .................. 45.8%
  Most common library cell in the layout ignoring fill and taps .................. sky130_fd_sc_hd__buf_4
  Clk_buf instances .................. 0
  Layout Cell Area excl Fill .................. 0.00156 mm^2
  Number of flip-flops and latches .................. 0

Global route
  Maximum number of pins on one net before global-route repair .................. 9
  Vias in the first global route .................. 886
  Number of antenna violations at the first check in global routing .................. 0
  Final global-route overflow total .................. 0
  Global-route wire length before repair .................. 4.15 mm
  GRT Total Usage .................. 7.55%

Floorplan
  Standard cell core area .................. 0.00342 mm^2
  Top-level port count .................. 34
  Die ar. .................. 0.00640 mm^2
  Placement row count .................. 21
  Chip Width .................. 80 um
  Core Density at Floorplan .................. 17.7%
  Die height .................. 80 um

Worst setup path
  Most common cell type on the critical path .................. sky130_fd_sc_hd__buf_6
  CP max-delay cell .................. sky130_fd_sc_hd__mux2_4
  Worst path arrival time .................. 1260 ps
  Highest cell delay on the worst timing path .................. 250 ps
  CP Max Fanout .................. 5
  Startpoint type of the worst setup path .................. input pin
  Endpoint required time on the critical path .................. 800 ps
  Critical path start-end classification .................. input pin to output port
  Worst Setup End Kind .................. output port
  Crit path cell chain .................. buf_6 > clkinvlp_4 > buf_6 > ha_4 > mux2_4 > a22o_1 > buf_2

Route
  Detail Route Antenna Nets .................. 0
  Total inserted antenna cells .................. 0
  Initial detailed-routing violation count .................. 20
  Number of vias after detailed routing .................. 900
  DRC violation count after routing .................. 0
  Post-DR vias/cell .................. 4.37
  First-pass iteration count of the detailed router .................. 4
  Final WL .................. 2.58 mm
  Routed wirelength normalized by instance count .................. 12.5 um

Synth
  Mean Syn Cell Area .................. 6.63 um^2
  Synth Seq Share .................. 0%
  Synthesized cell area .................. 603 um^2
  Chip area in the Yosys report .................. 603 um^2
  Count of unique library cells instantiated by Yosys .................. 26
  Count of mapped cells out of synthesis .................. 91
  Yosys warning total .................. 2
  Number of cells in Yosys stat .................. 91

STA
  Setup repair after global routing missed its margin .................. true
  Highest clock rate .................. 685 MHz
  Max-slew violation count .................. 0
  Final tally of setup violations .................. 16
  Final period utilization .................. 146%
  Total Neg Setup Slack .................. -5260 ps
  Post-Route Hold Slack .................. 692 ps
  Min cycle time layout .................. 1460 ps
  Count of final hold-check violations .................. 0
  Post-route worst setup slack .................. -460 ps

Worst hold path
  Path class of the lowest-slack min-delay path .................. input pin to output port
  Worst Hold Depth .................. 3

Place
  Post-DP HPWL .................. 1.75 mm
  IO Port Bufs .................. 32
  Post-placement cell area .................. 0.00121 mm^2
  Final estimated routing congestion in global placement .................. 0.815

Clocking
  Hold-fix buffers at CTS .................. 0

Outcome
  Outcome .................. complete, but fails checks
  Failing checks .................. negative setup slack

Power and ir drop
  Total power per unit cell area .................. 411 mW/mm^2
  Leakage power figure .................. 0.727 nW
  Total design power .................. 0.000643 W
  Peak VDD IR .................. 194 uV

Job
  Number of violations of the max-capacitance limit .................. 0
  OpenROAD warning count .................. 45
## Yosys cell counts (3+ instances only)
cell	number	share of area, %
sky130_fd_sc_hd__buf_2	3	2.5
sky130_fd_sc_hd__a22o_1	4	5.8
sky130_fd_sc_hd__mux2i_1	3	5.0
sky130_fd_sc_hd__inv_1	6	3.7
sky130_fd_sc_hd__nand2_1	5	3.1
sky130_fd_sc_hd__nor2_1	25	16
sky130_fd_sc_hd__buf_4	3	3.7
sky130_fd_sc_hd__o21ai_1	3	2.5
sky130_fd_sc_hd__o31ai_1	3	3.7
sky130_fd_sc_hd__ha_1	12	25
sky130_fd_sc_hd__a21oi_1	3	2.5
## through the flow
stage	instances	setup slack, ps
after floorplan	92	-118
after global placement	188	-1270
final	206	-460
after global routing	206	-508
after CTS	204	-470
after detailed placement	188	-1280
## power breakdown
| part | internal, W | switching [W] | leakage, nW |
|---|---|---|---|
| registers | 0 | 0 | 0 |
| logic | 0.000383 | 0.000260 | 0.727 |
| clock network | 0 | 0 | 0 |
## layout make-up
type / count / share of cell area (%)
Multi-Input combinational cell: 78 / 50.2
Timing Repair Buffer: 76 / 43.8
Tap cell: 46 / 3.68
Inverter: 6 / 2.40
## worst max-delay path: cells and delay by family
kind	cells	cell delay (ps)
buf+inv	4	480
mux	1	250
compound gates	1	170
fa+ha+maj	1	150
## path summary, 6_finish.rpt
| check | startpoint | endpoint | slack (ps) |
|---|---|---|---|
| hold / removal | SW[2] | HEX0[0] | 690 |
| setup / recovery | SW[1] | HEX0[6] | -460 |
## cell families (layout without fill, tap and decap cells)
family / count (synthesis) / count (layout) / synth area share, %
buf+inv: 14 / 82 / 11.8
mux: 6 / 6 / 10.6
other cells: 1 / 2 / 0.622
simple gates: 36 / 36 / 27.0
fa+ha+maj: 12 / 12 / 24.9
compound gates: 22 / 22 / 25.1
## per-layer routing
layer,global-route usage (%),wire (um)
met1,10.2,1220
met2,12.1,1160
met3,2.50,189
met4,0,0
met5,0,0
## what timing repair did
item / CTS / global route
buffers inserted: 17 / 2
pin swaps: 27 / 15
gates resized: 153 / 33
setup endpoints to repair: 22 / 21
endpoints found under the hold margin: 0 / 0
Power is estimated from default activity; no workload was simulated.
