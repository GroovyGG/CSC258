`flow/design.v`:
```
`timescale 1ns / 1ns  
module p2(SW, KEY, LEDR, HEX0, HEX4, HEX5);
   wire t0, clock;
   wire [2:0] Func;
   wire [3:0] A, B, C;
   wire [7:0] AplusB;
   reg [7:0]  register = 0;
   input [3:0] KEY;
   input [9:0] SW;
   output [6:0] HEX0, HEX4, HEX5;
   output [7:0] LEDR;
   assign clock = KEY[0];
   assign Func = KEY[3:1];
   assign A = SW[3:0];
   assign B = register[3:0];
   rippleCarryAdder4 a(.X(A), .Y(B), .Cin(1'b0), .Cout(t0), .S(C));
   assign AplusB = {3'b000, t0, C};
   assign LEDR = register;
   HEX h0(.data(A            ), .HEX0(HEX0));
   HEX h4(.data(register[3:0]), .HEX0(HEX4));
   HEX h5(.data(register[7:4]), .HEX0(HEX5));
   always@(posedge clock) begin
      if (SW[9])
        register[3:0] <= 4'b1111;
      case (Func)
        3'b000: register <= AplusB;
        3'b001: register <= {4'b0000, A} + {4'b0000, B};
        3'b010: register <= {A | B, A ^ B};
        3'b011:
          if (A | B)
            register <= 8'b00000001;
        3'b100:
          if ((A & B) == 4'b1111)
            register <= 8'b00000001;
        3'b101: register <= {4'b0000, B} >> A;
        3'b110: register <= {4'b0000, B} << A;
        3'b111: register <= {4'b0000, A} * {4'b0000, B};
        default: ;
      endcase  
   end  
endmodule  
module fullAdder(X, Y, Z, C, S);
   input X, Y, Z;
   output C, S;
   assign C = (X & Y) | ((X ^ Y) & Z);
   assign S = X ^ Y ^ Z;
endmodule  
module rippleCarryAdder4(X, Y, Cin, Cout, S);
   input [3:0] X, Y;
   input       Cin;
   output      Cout;
   output [3:0] S;
   wire         c1, c2, c3;
   fullAdder a0(.X(X[0]), .Y(Y[0]), .Z(Cin), .C(c1  ), .S(S[0]));
   fullAdder a1(.X(X[1]), .Y(Y[1]), .Z(c1 ), .C(c2  ), .S(S[1]));
   fullAdder a2(.X(X[2]), .Y(Y[2]), .Z(c2 ), .C(c3  ), .S(S[2]));
   fullAdder a3(.X(X[3]), .Y(Y[3]), .Z(c3 ), .C(Cout), .S(S[3]));
endmodule  
module HEX(data, HEX0);
   input [3:0] data;
   output [6:0] HEX0;
   wire         c0, c1, c2 , c3;
   assign c0 = data[3];
   assign c1 = data[2];
   assign c2 = data[1];
   assign c3 = data[0];
   assign HEX0[0] = ~c0 & ~c1 & ~c2 &  c3 | ~c0 &  c1 & ~c2 & ~c3 | c0 & ~c1 &  c2 &  c3 |  c0 &  c1 & ~c2 &  c3;
   assign HEX0[1] =  c0 &  c1 &  c2 |  c1 &  c2 & ~c3 |  c0 &  c2 & c3 |  c0 &  c1 & ~c2 & ~c3 | ~c0 &  c1 & ~c2 & c3;
   assign HEX0[2] =  c0 &  c1 &  c2 | ~c0 & ~c1 &  c2 & ~c3 |  c0 & c1 & ~c2 & ~c3;
   assign HEX0[3] = ~c0 & ~c1 & ~c2 &  c3 | ~c0 &  c1 & ~c2 & ~c3 | c1 &  c2 &  c3 |  c0 & ~c1 &  c2 & ~c3;
   assign HEX0[4] = ~c0 &  c3 | ~c0 &  c1 & ~c2 | ~c1 & ~c2 &  c3;
   assign HEX0[5] = ~c0 & ~c1 &  c3 | ~c0 & ~c1 &  c2 | ~c0 &  c2 & c3 |  c0 &  c1 & ~c2 &  c3;
   assign HEX0[6] = ~c0 & ~c1 & ~c2 | ~c0 &  c1 &  c2 &  c3 |  c0 & c1 & ~c2 & ~c3;
endmodule  
```
`flow/run.sh`:
```
#!/bin/bash
# OpenROAD 26Q1-2900-gdf79404cd8, Yosys 0.63+post, stock flow scripts
make -C /OpenROAD-flow-scripts/flow DESIGN_CONFIG=/design/flow/config.mk WORK_HOME=/design/flow/orfs finish
```
`flow/config.mk`:
```
export PLATFORM = sky130hd
export DESIGN_NAME = p2
export DESIGN_NICKNAME = p2
export VERILOG_FILES = /design/flow/design.v
export SDC_FILE = /design/flow/constraint.sdc
export NUM_CORES = 4
export LEC_CHECK = 1
export CORE_AREA = 10 10 107 107
export DIE_AREA = 0 0 117 117
```
`flow/constraint.sdc`:
```
current_design p2

set clk_period 6.8
set clk_io_pct 0.2

create_clock -name clk0 -period $clk_period [get_ports {KEY}]

set non_clock_inputs [all_inputs -no_clocks]
set_input_delay [expr $clk_period * $clk_io_pct] -clock clk0 $non_clock_inputs
set_output_delay [expr $clk_period * $clk_io_pct] -clock clk0 [all_outputs]
```
==> GITHUB_STEP_SUMMARY <==
## Implementation flow summary

| Metric | Value |
|---|---|
| Fp util | 22.6% |
| # diodes | 0 |
| Top flop regs | register x8 |
| Remaining antenna violation count | 0 |
| Synth-to-Final Area Change | 73.7% |
| CTS Hold Bufs | 0 |
| Leak | around 1.6 nW |
| Die W | 117 µm |
| Total power | approximately 2.5 mW |
| Ports | about 43 |
| Initial antenna violation count | 0 |
| Syn avg cell area | roughly 7.5 µm² |
| Routability congestion estimate | between 0.9 and 1 |
| Setup TNS | 0 ns |
| Core Footprint | between 9000 and 10000 µm² |
| Most frequent cell on the critical path | clkbuf_8 |
| Yosys top cell by area | ha_1 |
| Sequential power share | 7.4% |
| Largest register by flop count | register |
| Max FO, Critical Path | 5 |
| Endpoints failing hold | 0 |
| Clk Latency, worst-skew pair | 0.21 ns |
| Clk pwr share | about 64% |
| Port buffer count | 34 |
| Cells on worst reg2reg path | 12 |
| Comb gate area | 1660 µm² |
| Status | finished, final reports clean |
| Switching Share | about 37% |
| Synth Seq Share | ~9.6% |
| Post-CTS Resized | 0 |
| Cell Chain, Critical Path | clkbuf_8 > clkbuf_8 > clkbuf_16 > or3b_1 > clkbuf_8 > clkbuf_8 > o32ai_2 > clkbuf_8 > clkbuf_8 > clkbuf_8 > inv_1 |
| Post-synth ARST share | 0% |
| Flops after synth | 8 |
| Die ar. | between 10000 and 15000 µm² |
| Hold crit path type | clock port to register |
| Reg-to-reg startpoint | register[2]$_DFF_P_ |
| Unique masters post-synth | roughly 63 |
| Routed WL per cell | between 15 and 20 µm |
| Via count | around 2900 |
| Post-synth EDFFs | 4 |
| Skew final | 0.00308 ns |
| CTS tree | built |
| R2R setup slack | 2.89 ns |
| DP Area | between 2000 and 2500 µm² |
| Syn Inst Count | 279 |
| Slew HR | ~44% |
| Yosys top cell area share | 13.2% |
| GRT Util Overall | between 10% and 20% |
| Final Setup Violations | 0 |
| DRC | 0 |
| Logic gate share of total power | 28.2% |
| Vias in the first global route | about 3400 |
| Post-route cell area | roughly 3600 µm² |
| Routed Wire Length | roughly 9800 µm |
| Crit-path max cell delay | around 0.37 ns |
| Pin count of the biggest net entering global routing | 26 |
| Max_cap viols | 0 |
| First-pass GRT wire length | ~16000 µm |
| CP Capture Point | register[5]$_DFFE_PP_ |
| Worst Path Required | about 6.8 ns |
| Family with the most delay on the worst path | buffers and inverters |
| Worst path arrival time | roughly 5.1 ns |
| Slew Viols, Final | 0 |
| First DRT Iteration DRCs | 681 |
| Top cells, area | ha_1 (13%), fa_1 (6.7%), edfxtp_1 (5.8%) |
| Reg area | between 200 and 250 µm² |
| Fraction of layout cells with a size suffix above 1 | about a quarter |
| RSZ-0062 raised after global routing | false |
| Worst reg2reg endpoint | register[4]$_DFFE_PP_ |
| Setup CP Type | clock port to register |
| Setup Buffers After CTS | 0 |
| Levels on crit path | 11 |
| Pint | ~1.5 mW |
| YS warnings | 1 |
| FP Rows | 35 |
| Max FFs per register | 8 |
| Vias/cell | between 5 and 6 |
| CP max stage cell | or3b_1 |
| VDD IR max | roughly 0.2 mV |
| Most frequent cell after synthesis | nand2_1 |
| Worst hold margin | roughly 0.21 ns |
| Count of tool warnings | around 290 |
| Start point of the critical path | KEY[1] |
| NetSw | a little over 0.9 mW |
| Pre-Repair DR Iteration Count | 8 |
| Pwr dens | ~700 nW/µm² |
| Startpoint types | clock port |
| Gr ovfl total | 0 |
| Final cell count without fillers | 495 |
| Synth cell count leaders | nand2_1 (29), nor2_1 (25), ha_1 (22) |
| Dpl hpwl | roughly 4700 µm |
| Worst setup EP type | register |
| Number of cells in Yosys stat | ~280 |
| Die Height | 117 µm |
| Buffers & Inverters on Critical Path | 9 |
| Synth Cell Area | ~2100 µm² |
| Slew @ Worst Pin | 0.834 ns |
| Clk pin slew, worst setup/hold paths | ~0.040 ns |
| Synth Flop Type | edfxtp_1 |
| Yosys Chip Area | 2080 µm² |
| Layout fillers | 825 |
| Placed Cells | between 400 and 500 |
==> cell usage in the layout, fill, tap and decap left out, types with 6 or more instances in the layout <==
cell | Yosys | layout
ha_1 | 22 | 22
a21oi_1 | 16 | 16
inv_1 | 15 | 19
nand2_1 | 29 | 29
clkbuf_8 | 0 | 65
o21ai_0 | 13 | 13
mux2i_1 | 6 | 6
clkbuf_1 | 3 | 12
nor2_1 | 25 | 25
a21o_1 | 6 | 6
nor3_1 | 9 | 9
clkdlybuf4s50_1 | 0 | 34
fa_1 | 7 | 7
nand2b_1 | 6 | 6
==> through the flow <==
step / utilization, % / setup WS [ns]
3_5_place_dp: 26.6 / 2.09
4_1_cts: 39.3 / 1.61
3_3_place_gp: 26.6 / 2.09
5_1_grt: 39.3 / 1.61
6_report: 39.3 / 1.67
2_1_floorplan: - / 2.35
==> power groups by stage <==
stage         clock network (mW)  registers, mW  logic (mW)
CTS                         1.69          0.181       0.685
global route                1.79          0.193       0.775
finish                      1.59          0.183       0.696
==> routing by layer <==
metal,routed length (µm),track usage (%)
met5,0,5.08
met3,1380,16.3
met4,789,18.1
met1,3690,14.0
met2,3880,16.4
==> worst min-delay path, delay by kind of cell <==
kind / cells / cell delay [ns]
AOI/OAI and AO/OA: 1 / 0.12
buffers and inverters: 2 / 0.23
==> how the worst min path moves through the flow <==
| stage | from | endpoint | slack [ns] | cells past startpoint |
|---|---|---|---|---|
| CTS | KEY[3] | register[0]$_DFF_P_ | 0.23 | 3 |
| global route | KEY[3] | register[0]$_DFF_P_ | 0.29 | 3 |
| finish | KEY[3] | register[0]$_DFF_P_ | 0.21 | 3 |
==> logic make-up (layout without fill, tap and decap cells) <==
| kind of cell | count (synthesis) | in the layout | share of synthesized area, % |
|---|---|---|---|
| DFF | 8 | 8 | 9.62 |
| buffers and inverters | 45 | 150 | 10.6 |
| adders and majority gates | 31 | 31 | 20.9 |
| AOI/OAI and AO/OA | 80 | 80 | 26.5 |
| xor gates and xnor gates | 7 | 7 | 2.94 |
| muxes | 8 | 8 | 4.15 |
| and+or+nand+nor | 100 | 100 | 25.3 |
==> layout make-up <==
| class | instances | area share (%) |
|---|---|---|
| sequential | 8 | 5.54 |
| tap | 111 | 3.84 |
| inverter | 17 | 1.76 |
| clock inverter | 13 | 3.70 |
| clock buffer | 81 | 28.8 |
| timing repair buffer | 39 | 10.4 |
| multi-input combinational | 226 | 46.0 |
Power and IR drop assume default switching activity.
